File: /design/flow/config.mk
export PLATFORM = sky130hd
export DESIGN_NAME = lac
export DESIGN_NICKNAME = lac
export VERILOG_FILES = /design/flow/design.v
export SDC_FILE = /design/flow/constraint.sdc
export NUM_CORES = 4
export LEC_CHECK = 1
export CORE_UTILIZATION = 50
export SYNTH_MEMORY_MAX_BITS = 65536
File: /design/flow/constraint.sdc
current_design lac

set clk_period 39.8
set clk_io_pct 0.2

create_clock -name clk0 -period $clk_period [get_ports {probe_clk}]
create_clock -name clk1 -period $clk_period [get_ports {uart_clk}]

set non_clock_inputs [all_inputs -no_clocks]
set_input_delay [expr $clk_period * $clk_io_pct] -clock clk0 $non_clock_inputs
set_output_delay [expr $clk_period * $clk_io_pct] -clock clk0 [all_outputs]
File: /design/flow/design.v
module dp_ram #(
	parameter adr_width = 11,
	parameter dat_width = 8 
) (
	input                       clk_a,
	input      [adr_width-1:0]  adr_a,
	output reg [dat_width-1:0]  dat_a,
	input                       clk_b,
	input      [adr_width-1:0]  adr_b,
	input      [dat_width-1:0]  dat_b,
	input                       we_b
);
parameter depth = (1 << adr_width);
reg [dat_width-1:0] ram [0:depth-1];
always @(posedge clk_a)
begin
	dat_a <= ram[adr_a];
end
always @(posedge clk_b)
begin
	if (we_b) begin
		ram[adr_b] <= dat_b;
	end
end
endmodule
module lac #(
	parameter       uart_freq_hz   =   100000000,
	parameter       uart_baud      =   115200,
	parameter       adr_width      =   11,
	parameter       width          =   8
) (
	input              reset,
	input              uart_clk,
	input              uart_rxd,
	output             uart_cts,
	output             uart_txd,
	input              uart_rts,
	input              probe_clk,
	input  [width-1:0] probe,
	output reg   [7:0] select
);
parameter cmd_nop      = 8'h20;
parameter cmd_arm      = 8'h01;
parameter cmd_disarm   = 8'h02;
assign uart_cts = 1;
reg          tx_wr;
wire         tx_busy;
reg    [7:0] tx_data;
wire   [7:0] rx_data;
wire         rx_avail;
reg          rx_ack;
uart #(
	.freq_hz( uart_freq_hz ),
	.baud(    uart_baud    )
) uart0 (
	.reset(       reset         ),
	.clk(         uart_clk      ),
	.uart_txd(    uart_txd      ),
	.uart_rxd(    uart_rxd      ),
	.rx_data(     rx_data       ),
	.rx_avail(    rx_avail      ),
	.rx_error(    rx_error      ),
	.rx_ack(      rx_ack        ),
	.tx_data(     tx_data       ),
	.tx_wr(       tx_wr         ),
	.tx_busy(     tx_busy       )
);
reg            [7:0] trig_mask;
reg            [7:0] trig_cond;
reg            [7:0] trig_pre;
reg  [adr_width-1:0] start_adr;    
reg                  armed;        
reg                  triggered;    
wire   rx_req;
assign rx_req = rx_avail & ~rx_ack;
reg                  triggered_synced;
wire     [width-1:0] read_dat;
reg  [adr_width-1:0] read_adr;
wire [adr_width-1:0] read_adr_next;
assign read_adr_next = read_adr + 1;
reg [2:0] state;
parameter s_idle       = 0;
parameter s_read_select= 1;
parameter s_read_mask  = 2;
parameter s_read_comp  = 3;
parameter s_read_pre   = 4;
parameter s_triggered  = 5;
parameter s_send_byte  = 6;
always @(posedge uart_clk)
begin
	if (reset) begin
		state     <= s_idle;
		select    <= 0;
		armed     <= 0;
		tx_wr     <= 0;
	end else begin
		triggered_synced <= triggered;
		rx_ack <= 0;      
		tx_wr  <= 0;
		case (state)
		s_idle: begin
			if (rx_req) begin
				case (rx_data)
				cmd_arm: begin
					rx_ack <= 1;
					state  <= s_read_select;
				end
				cmd_disarm: begin
					rx_ack <= 1;
					armed  <= 0;
				end
				default: begin
					rx_ack <= 1;
				end
				endcase
			end
			if (~rx_req && triggered_synced) begin
				state  <= s_triggered;
			end
		end
		s_read_select: begin
			if (rx_req) begin
				rx_ack    <= 1;
				select    <= rx_data;
				state     <= s_read_mask;
			end
		end
		s_read_mask: begin
			if (rx_req) begin
				rx_ack    <= 1;
				trig_mask <= rx_data;
				state     <= s_read_comp;
			end
		end
		s_read_comp: begin
			if (rx_req) begin
				rx_ack    <= 1;
				trig_cond <= rx_data;
				armed     <= 1;
				state     <= s_read_pre;
			end
		end
		s_read_pre: begin
			if (rx_req) begin
				rx_ack    <= 1;
				trig_pre  <= rx_data;
				armed     <= 1;
				state     <= s_idle;
			end
		end
		s_triggered: begin
			armed    <= 0;
			read_adr <= start_adr;
			tx_data  <= adr_width;
			tx_wr    <= 1;
			state    <= s_send_byte;
		end
		s_send_byte: begin
			tx_wr <= 0;
			if (~tx_busy & ~tx_wr) begin
				if (read_adr_next == start_adr)
					state    <= s_idle;
				read_adr <= read_adr_next;
				tx_data  <= read_dat;
				tx_wr    <= 1;
			end
		end
		default:
			state    <= s_idle;
		endcase
	end
end
reg        [width-1:0] probe_r;    
always @(posedge probe_clk)
	probe_r <= probe;
reg                    armed_synced;
reg                    armed_synced2;
reg                    sampling;
reg    [adr_width-1:0] write_adr;
wire   [adr_width-1:0] next_adr;
assign                 next_adr = write_adr + 1;
wire    cond_match;
assign  cond_match = (probe_r & trig_mask) == (trig_cond & trig_mask) && armed_synced2;
always @(posedge probe_clk)
begin
	if (reset) begin
		armed_synced  <= 0;
		armed_synced2 <= 0;
		sampling      <= 0;
		triggered     <= 0;
		write_adr     <= 0;
	end else begin
		armed_synced  <= armed;
		armed_synced2 <= armed_synced;
		if (armed_synced2 || sampling) begin
			write_adr <= next_adr;
		end
		if (~triggered && armed_synced2) begin
			if (cond_match) begin
				sampling  <= 1;
				triggered <= 1;
				start_adr <= write_adr;
			end
		end
		if (sampling && next_adr == start_adr) begin
			sampling <= 0;
		end
		if (~sampling && ~armed_synced2 && triggered) 
			triggered <= 0;
	end
end
wire   write_en;
assign write_en = sampling || cond_match;
dp_ram #(
	.adr_width( adr_width ),
	.dat_width(     width )
) ram0 (
	.clk_a(     uart_clk    ),
	.adr_a(     read_adr    ),
	.dat_a(     read_dat    ),
	.clk_b(     probe_clk   ),
	.adr_b(     write_adr   ),
	.dat_b(     probe_r     ),
	.we_b(      write_en    )
);
endmodule
module uart #(
	parameter          freq_hz = 100000000,
	parameter          baud    = 115200
) (
	input              reset,
	input              clk,
	input              uart_rxd,
	output reg         uart_txd,
	output reg [7:0]   rx_data,
	output reg         rx_avail,
	output reg         rx_error,
	input              rx_ack,
	input      [7:0]   tx_data,
	input              tx_wr,
	output reg         tx_busy
);
parameter divisor = freq_hz/baud/16;
reg [15:0] enable16_counter;
wire    enable16;
assign  enable16 = (enable16_counter == 0);
always @(posedge clk)
begin
	if (reset) begin
		enable16_counter <= divisor-1;
	end else begin
		enable16_counter <= enable16_counter - 1;
		if (enable16_counter == 0) begin
			enable16_counter <= divisor-1;
		end
	end
end
reg uart_rxd1;
reg uart_rxd2;
always @(posedge clk)
begin
	uart_rxd1 <= uart_rxd;
	uart_rxd2 <= uart_rxd1;
end
reg       rx_busy;
reg [3:0] rx_count16;
reg [3:0] rx_bitcount;
reg [7:0] rxd_reg;
always @ (posedge clk)
begin
	if (reset) begin
		rx_busy     <= 0;
		rx_count16  <= 0;
		rx_bitcount <= 0;
		rx_avail    <= 0;
		rx_error    <= 0;
	end else begin 
		if (rx_ack) begin
			rx_avail <= 0;
			rx_error <= 0;
		end
		if (enable16) begin
			if (!rx_busy) begin            
				if (!uart_rxd2) begin      
					rx_busy     <= 1;
					rx_count16  <= 7;
					rx_bitcount <= 0;
				end
			end else begin
				rx_count16 <= rx_count16 + 1;
				if (rx_count16 == 0) begin       
					rx_bitcount <= rx_bitcount + 1;
					if (rx_bitcount == 0) begin           
						if (uart_rxd2) begin
							rx_busy <= 0;
						end
					end else if (rx_bitcount == 9) begin  
						rx_busy <= 0;
						if (uart_rxd2) begin              
							rx_data  <= rxd_reg;
							rx_avail <= 1;
							rx_error <= 0;
						end else begin                   
							rx_error <= 1;
						end
					end else begin
						rxd_reg <= { uart_rxd2, rxd_reg[7:1] };
					end
				end
			end 
		end
	end
end
reg [3:0] tx_bitcount;
reg [3:0] tx_count16;
reg [7:0] txd_reg;
always @ (posedge clk)
begin
	if (reset) begin
		tx_busy     <= 0;
		uart_txd    <= 1;
	end else begin
		if (tx_wr && !tx_busy) begin
			txd_reg     <= tx_data;
			tx_bitcount <= 0;
			tx_count16  <= 1;
			tx_busy     <= 1;
			uart_txd    <= 0;
		end else if (enable16 && tx_busy) begin
			tx_count16  <= tx_count16 + 1;
			if (tx_count16 == 0) begin
				tx_bitcount <= tx_bitcount + 1;
				if (tx_bitcount == 8) begin
					uart_txd <= 'b1;
				end else if (tx_bitcount == 9) begin
					uart_txd <= 'b1;
					tx_busy  <= 0;
				end else begin
					uart_txd <= txd_reg[0];
					txd_reg  <= { 1'b0, txd_reg[7:1] };
				end
			end
		end
	end
end
endmodule
File: /design/flow/run.sh
#!/bin/bash
# OpenROAD 26Q1-2900-gdf79404cd8, Yosys 0.63+post, stock flow scripts
make -C /OpenROAD-flow-scripts/flow DESIGN_CONFIG=/design/flow/config.mk WORK_HOME=/design/flow/orfs finish
==> flow_metrics.env <==
# implementation run metrics
export IMPL_leakage_nw=224
export IMPL_grt_use_met3=0.319
export IMPL_via_count=314406
export IMPL_die_x_um=1130
export IMPL_cap_violations=0
export IMPL_place_detailed_instances=46091
export IMPL_global_route_total_usage_across_every_layer=0.346
export IMPL_timing_slew_headroom=0.0347
export IMPL_cts_tree="done"
export IMPL_route_antenna_remaining_nets=0
export IMPL_gp_congestion=0.932
export IMPL_cp_start_kind="flip-flop"
export IMPL_die_area_um2=1280000
export IMPL_placed_area_um2=664000
export IMPL_fp_util=0.501
export IMPL_area_leaders="sky130_fd_sc_hd__edfxtp_1, sky130_fd_sc_hd__mux4_2, sky130_fd_sc_hd__mux2i_1, sky130_fd_sc_hd__nor2_1, sky130_fd_sc_hd__a22oi_1"
export IMPL_io_buffer_count=19
export IMPL_critPathCaptureType="output pin"
export IMPL_netlist_area_um2=640000
export IMPL_synth_warning_count=4
export IMPL_final_hold_violation_count=0
export IMPL_postSynthAreaPerCell_um2=21.7
export IMPL_worst_path_max_delay_cell="sky130_fd_sc_hd__dfxtp_1"
export IMPL_synthDominantCellAreaShare=0.773
export IMPL_run_status="completed"
export IMPL_grt_start_max_net_pins=137
export IMPL_flip_flop_count_of_the_largest_register_all_copies_and_words_added=16384
export IMPL_cts_repair_resized=0
export IMPL_drt_first_pass_iters=5
export IMPL_die_y_um=1130
export IMPL_ys_seq_elements=16542
export IMPL_io_pins=23
export IMPL_first_global_vias=344358
export IMPL_critical_path_buf_inv_count=1
export IMPL_synthCells=29542
export IMPL_yosys_most_used_dff="sky130_fd_sc_hd__edfxtp_1"
export IMPL_largestRegisters="ram0.ram: 16384 flops, uart0.enable16_counter: 16 flops"
export IMPL_synth_area_yosys_um2=640000
export IMPL_warning_count=102
export IMPL_top_usage_layer="met2"
export IMPL_yosys_cells=29542
export IMPL_gr_total_overflow=0
export IMPL_postRouteWirelength_um=1940000
export IMPL_synth_yosys_seq_area_share=0.775
export IMPL_final_cell_mix="sky130_fd_sc_hd__edfxtp_1, sky130_fd_sc_hd__mux4_2, sky130_fd_sc_hd__nor2_1"
export IMPL_wl_per_cell_um=39.3
export IMPL_worst_pin_slew_ps=1440
export IMPL_drc_errors=0
export IMPL_fin_area_um2=719000
export IMPL_worst_endpoint_arrival_ps=2080
export IMPL_path_cells="clkdlybuf4s50_1"
export IMPL_critical_path_class="reg2out"
export IMPL_cts_clk_slew_worst_paths_ps=60
export IMPL_hpwl_um=1230000
export IMPL_hold_path_class="reg2reg"
export IMPL_grt_antenna_before_repair=200
export IMPL_drtIter0Drc=22527
export IMPL_grt_util_met2=0.455
export IMPL_vias_per_cell=6.35
export IMPL_final_max_tran_viols=0
export IMPL_skew_ps=122
export IMPL_peakVddDrop_uv=43.3
export IMPL_number_of_standard_cells_in_the_final_layout_excluding_fillers=49517
export IMPL_mostFrequentLayoutCell="sky130_fd_sc_hd__edfxtp_1"
export IMPL_worst_hold_slack_ps=175
export IMPL_cts_sinks=16542
export IMPL_synth_distinct_cells=84
export IMPL_power_per_cell_area_nw_per_um2=49.9
export IMPL_finalSetupViolations=0
export IMPL_met1_usage=0.395
export IMPL_grt_pass1_wl_um=2690000
export IMPL_timing_setup_tns_ps=0
export IMPL_design_core_area_um2=1280000
export IMPL_synth_edff_count=16464
export IMPL_grt_setup_unrepaired="false"
export IMPL_core_rowCount=415
export IMPL_postSynth_asyncResetShare=0
export IMPL_top_area_cell="sky130_fd_sc_hd__edfxtp_1"
export IMPL_critical_path_peak_fanout=2
export IMPL_timing_critical_path_slowest_cell_delay_ps=920
export IMPL_nFillCells=91597
export IMPL_required_ps=31840
export IMPL_registers_top_by_ff_count="ram0.ram"
export IMPL_dominant_delay_contributor_by_cell_family_on_the_critical_path="flip-flops"
export IMPL_layout_drive_gt1_share=0.250
export IMPL_area_growth_synth_to_final_pct=12.4
-- where the power goes --
group	total [W]	internal (W)	switching, W
clock	0.0156	0.00901	0.00656
combinational	0.00118	0.000339	0.000846
sequential	0.0192	0.0192	0.00000862
total	0.0359	0.0285	0.00741
-- layer usage --
layer,vias to the layer above,part of all wire
li1,127294,-
met1,160215,0.28
met2,22514,0.45
met3,4099,0.21
met4,284,0.054
met5,-,0.0040
-- Yosys cell counts, types with 118 or more instances --
| master | count |
|---|---|
| sky130_fd_sc_hd__edfxtp_1 | 16464 |
| sky130_fd_sc_hd__o21ai_0 | 254 |
| sky130_fd_sc_hd__o22ai_1 | 179 |
| sky130_fd_sc_hd__o221ai_1 | 185 |
| sky130_fd_sc_hd__a221oi_1 | 248 |
| sky130_fd_sc_hd__a22oi_1 | 442 |
| sky130_fd_sc_hd__nor2_1 | 2242 |
| sky130_fd_sc_hd__clkbuf_1 | 846 |
| sky130_fd_sc_hd__mux4_2 | 3958 |
| sky130_fd_sc_hd__mux2i_1 | 1360 |
| sky130_fd_sc_hd__a21oi_1 | 473 |
| sky130_fd_sc_hd__a211oi_1 | 118 |
| sky130_fd_sc_hd__buf_4 | 275 |
| sky130_fd_sc_hd__buf_6 | 167 |
| sky130_fd_sc_hd__nand2_1 | 629 |
| sky130_fd_sc_hd__buf_2 | 546 |
-- cell type report --
cell class,count,area (um2),share of cell area
Timing Repair Buffer,1608,12800,0.0178
Sequential cell,16542,496000,0.690
Inverter,32,174,0.000242
Multi-Input combinational cell,11022,134000,0.187
Clock inverter,937,8240,0.0115
Clock buffer,2134,45600,0.0634
Tap cell,16888,21100,0.0294
Antenna cell,354,886,0.00123
-- cells by family (layout without fill, tap and decap cells) --
group | count (synthesis) | in the layout | synth area share
AND/OR/NAND/NOR | 3253 | 3253 | 0.0203
flip-flops | 16542 | 16542 | 0.775
adder cells (fa/ha/maj) | 16 | 16 | 0.000313
other | 1 | 355 | 0.00000586
multiplexers | 5343 | 5343 | 0.161
buffers and inverters | 1978 | 4711 | 0.0165
XOR/XNOR | 68 | 68 | 0.000931
AND-OR/OR-AND | 2341 | 2341 | 0.0256
-- tightest hold or removal path: cells and delay by family, from the launching register on --
family,cells,cell delay [ps]
compound gates,2,120
simple gates,2,530
flops,1,330
-- final timing paths --
| path | startpoint | to | slack (ps) | cells past startpoint |
|---|---|---|---|---|
| setup / recovery | uart0.uart_txd | uart_txd | 29760 | 1 |
| hold reg to reg | trig_mask[6] | triggered | 170 | 4 |
| max in group clk1 | read_adr[1] | ram0.dat_a[2] | 30090 | 17 |
| setup reg to reg | read_adr[1] | ram0.dat_a[2] | 30090 | 17 |
| min in group clk1 | uart0.uart_rxd1 | uart0.uart_rxd2 | 340 | 0 |
| hold / removal | trig_mask[6] | triggered | 170 | 4 |
-- per-stage QoR --
step	worst slack (ps)	util	total power [W]
after floorplan	9140	-	0.0207
after global placement	29810	0.521	0.0207
after detailed placement	29800	0.521	0.0207
after CTS	29850	0.563	0.0361
after global routing	29810	0.563	0.0368
final	29760	0.563	0.0359
-- repair_timing --
item                                   in CTS  in global routing
endpoints found under the hold margin       1                  0
setup buffers                               0                  0
hold buffers                                1                  0
Power is estimated from default activity; no workload was simulated.
